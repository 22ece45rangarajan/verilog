==> run.sh <==
#!/bin/bash
# OpenROAD 26Q1-2900-gdf79404cd8, Yosys 0.63+post, stock flow scripts
make -C /OpenROAD-flow-scripts/flow DESIGN_CONFIG=/design/flow/config.mk WORK_HOME=/design/flow/orfs finish
==> config.mk <==
export PLATFORM = sky130hd
export DESIGN_NAME = freq_divider_10
export DESIGN_NICKNAME = freq_divider_10
export VERILOG_FILES = /design/flow/design.v
export SDC_FILE = /design/flow/constraint.sdc
export NUM_CORES = 4
export LEC_CHECK = 1
export CORE_AREA = 10 10 70 70
export DIE_AREA = 0 0 80 80
==> constraint.sdc <==
current_design freq_divider_10

set clk_period 2.2
set clk_io_pct 0.2

create_clock -name clk0 -period $clk_period [get_ports {clk_in}]

set non_clock_inputs [all_inputs -no_clocks]
set_input_delay [expr $clk_period * $clk_io_pct] -clock clk0 $non_clock_inputs
set_output_delay [expr $clk_period * $clk_io_pct] -clock clk0 [all_outputs]
==> design.v <==
module freq_divider_10(clk_in,res,clk_out);
  input clk_in,res;
  output reg  clk_out;
  reg [3:0]counter;
  always @(posedge clk_in)begin
    if(res)begin
      clk_out<=0;
      counter<=0;
    end
    else begin
      if(counter==9)
        counter<=0;
      else begin
      counter<=counter+1;
        if(counter>6)begin
          clk_out<=1;
        end 
       else
         clk_out<=0;
      end
    end
  end
endmodule
==> deck_impl_summary.md <==
Flow Results at a Glance

Critical path
  – Max stage delay cell, worst path: clkdlybuf4s50_1
  – R2r worst-path depth: 4
  – Worst path required time: 1760 ps
  – CP bufs+invs: 1
  – Critical Path End Type: output pin
  – Reg-to-Reg Start: counter[1]
  – R2R Path End: counter[3]
  – CP Max Fanout: 2
  – CP arrival: 1020 ps
  – Slowest stage delay, CP: 460 ps
  – Crit-path cells: clkdlybuf4s50_1
  – Startpoint types: register
  – CP top delay family: buffers and inverters
  – WS Path Type: register to output pin
  – Worst R2R Setup Slack: 920 ps

Global route
  – Grt ovf: 0
  – M3 GR Usage: 0.00682
  – Met1 Usage GRT: 0.0160
  – Vias in the first global route: 190
  – Largest net degree at the start of global routing: 8
  – Wire length of the first global-routing pass: 759 um
  – Overall global routing resource usage: 0.0139
  – Grt met2 use: 0.0201
  – Initial antenna violation count: 0
  – Gr busiest metal: met2

Final timing
  – Fmax: 686 MHz
  – Slew @ Worst Pin: 212 ps
  – Max-slew headroom: 0.858
  – # setup viols final: 0
  – Final Cycle Share: 0.663
  – Period minus WS final: 1460 ps
  – Final-report hold violation count: 0
  – Clock Skew: 3.69 ps
  – Setup TNS: 0 ps
  – Final setup margin: 742 ps
  – Max-slew violations: 0
  – Unrepaired setup endpoints after global routing: false

Clock network
  – Root Driver: clkbuf_4
  – # clock sinks: 5
  – Postcts setup bufs: 0
  – Clock latency (worst-skew pair): 240 ps
  – Hold_buf cts: 0
  – Clk buf depth: 2
  – H-tree depth: 1
  – Post_cts resized: 0
  – CTS tree: yes
  – Clk pin slew, worst setup/hold paths: 40 ps
  – Cts bufs inserted: 3

Route
  – First drt pass iteration count: 4
  – Detailed Route WL: 425 um
  – WL per Instance: 5.45 um
  – Ant diodes: 0
  – Initial DRC count: 1
  – Vias per cell: 2.60
  – ANT nets after route: 0
  – Vias: 203
  – DRC: 0

Power
  – Power share of the sequential group: 0.452
  – Power per cell area: 662 nW/um^2
  – Peak VDD IR: 0.000232 V
  – Comb power frac: 0.082
  – Total power draw: 0.227 mW
  – Clock Power Share: 0.466
  – Switching power total: 0.0530 mW
  – Leak Pwr: 0.112 nW
  – Pint: 0.174 mW
  – Switching Share: 0.234

Placed design
  – Placed inst area: 317 sq um
  – Pre-CTS setup slack: 888 ps
  – Port Buffers: 2
  – DP HPWL: 311 um
  – Routability cong.: 0.766

Synth
  – Area share of the largest cell type after synthesis: 0.419
  – Sequential area share after synthesis: 0.419
  – Synth cell count leaders: dfxtp_1 (5), a21oi_1 (3), ha_1 (3), inv_1 (3)
  – Async S/R FF share, synth: 0
  – Simple-Gate Fraction of Synth Area: 0.225
  – Flops after synth: 5
  – Top logic family: simple AND/OR/NAND/NOR gates
  – Chip area in the Yosys report: 239 sq um
  – Yosys warns: 1
  – Xor/xnor share: 0
  – Gate Count Post-Synth: 26
  – Most common reg cell: dfxtp_1
  – EDFF count, synth: 0
  – Ao+oa area frac: 0.152
  – Syn avg cell area: 9.19 sq um
  – Adder Area Share: 0.157
  – Distinct lib cells: 14
  – Mux frac, synth: 0
  – # Cells Yosys: 26
  – Synth area leaders: dfxtp_1 (42%), ha_1 (16%), a21oi_1 (6.3%), nand2b_1 (5.2%), inv_1 (4.7%)
  – Mapped cell area: 239 sq um
  – Largest area contributor in the netlist: dfxtp_1
  – Count leader, synth: dfxtp_1

Min path
  – Min-Delay Path Depth: 1
  – Hold_sp: counter[0]
  – Min-Delay Path Class: register to register
  – Hold endpoint: counter[0]

Floorplanning
  – Cell row count: 21
  – Die Wd: 80 um
  – Die height: 80 um
  – Chip area: 6400 sq um
  – Core Area: 3420 sq um
  – Fp util: 0.0700
  – Num ports: 3

Flow run
  – Log Warnings: 27
  – Maxcap violations: 0

Layout
  – FILL cells: 409
  – Final Instance Area: 343 sq um
  – Register area: 100 sq um
  – Ratio of cells with drive above 1 in the final layout: 0.0938
  – Logic area: 128 sq um
  – Area grow syn2layout: 43.5%
  – Final Util: 0.100

Status
  – Outcome: finished, final reports clean
-- worst max path at each step --
stage,from,to,slack (ps),cells past startpoint
after global routing,clk_out,clk_out,690,1
after CTS,clk_out,clk_out,710,1
final,clk_out,clk_out,740,1
-- routing by layer --
layer  routed length, um  share of wire
met4                  25          0.059
met2                 183           0.43
met5                   0              0
met1                 194           0.46
met3                  21          0.049
-- final cells by class --
type / count / area share
clock buffers: 4 / 0.0766
flip-flops and latches: 5 / 0.292
inverters: 3 / 0.0328
multi-input cells: 18 / 0.372
well taps: 46 / 0.168
repair buffers: 2 / 0.0584
-- state kept, by name, summed over array words and instances, names as in the netlist --
| register | cells |
|---|---|
| counter | 4 |
| clk_out | 1 |
-- per-stage QoR --
step | hold WS, ps | cells
CTS | 483 | 78
floorplan | 444 | 26
global route | 509 | 78
detailed placement | 470 | 74
finish | 481 | 78
global placement | 467 | 74
-- power groups by stage --
stage / Sequential [mW] / Clock, mW / Combinational (mW)
5_1_grt: 0.104 / 0.118 / 0.0217
4_1_cts: 0.102 / 0.111 / 0.0187
6_report: 0.103 / 0.106 / 0.0185
-- layout by cell type, fill, tap and decap left out, drive strengths merged --
cell type and count:
nor3 1, nand3b 1, clkdlybuf4s50 2, nand2b 2, a21oi 3, nand2 1, nor2 2, a31oi 1
o211ai 1, clkbuf 4, o21bai 1, or3b 1, dfxtp 5, nand4b 1, ha 3, inv 3
-- kinds of logic after synthesis --
| logic type | Yosys count |
|---|---|
| AND-OR/OR-AND | 6 |
| adder cells (fa/ha/maj) | 3 |
| buffers and inverters | 3 |
| flip-flops | 5 |
| AND/OR/NAND/NOR | 9 |
Power and IR drop assume default switching activity.
