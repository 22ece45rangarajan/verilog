--- flow/config.mk ---
export PLATFORM = sky130hd
export DESIGN_NAME = freq_divider_12
export DESIGN_NICKNAME = freq_divider_12
export VERILOG_FILES = /design/flow/design.v
export SDC_FILE = /design/flow/constraint.sdc
export NUM_CORES = 4
export LEC_CHECK = 1
export CORE_AREA = 10 10 70 70
export DIE_AREA = 0 0 80 80
--- flow/constraint.sdc ---
current_design freq_divider_12

set clk_period 1.3
set clk_io_pct 0.2

create_clock -name clk0 -period $clk_period [get_ports {clk_in}]

set non_clock_inputs [all_inputs -no_clocks]
set_input_delay [expr $clk_period * $clk_io_pct] -clock clk0 $non_clock_inputs
set_output_delay [expr $clk_period * $clk_io_pct] -clock clk0 [all_outputs]
--- flow/design.v ---
module freq_divider_12(clk_in,res,clk_out);
  input clk_in,res;
  output reg  clk_out;
  reg [3:0]counter;
  always @(posedge clk_in)begin
    if(res)begin
      clk_out<=0;
      counter<=0;
    end
    else begin
      if(counter==11)
        counter<=0;
      else begin
      counter<=counter+1;
        if(counter>6)begin
          clk_out<=1;
        end 
       else
         clk_out<=0;
      end
    end
  end
endmodule
--- flow/run.sh ---
#!/bin/bash
# OpenROAD 26Q1-2900-gdf79404cd8, Yosys 0.63+post, stock flow scripts
make -C /OpenROAD-flow-scripts/flow DESIGN_CONFIG=/design/flow/config.mk WORK_HOME=/design/flow/orfs finish
==> results_dict.tcl <==
# place-and-route summary
set metrics [dict create \
    status "complete, no violations" \
    rsz_0062_raised_after_global_routing "false" \
    cp_slowest_stage_delay_ns 0.39 \
    ff2ff_setup_slack_ns 0.21 \
    most_frequent_logic_cells_in_the_routed_design "dfxtp_1 (4), clkbuf_4 (3)" \
    insertedDiodeCount 0 \
    global_route.usage.total_pct 1.229 \
    power_per_cell_area_nw_per_um2 1125 \
    critical_path.reg2reg.startpoint "counter[1]" \
    finalHoldWorstSlack_ns 0.5166 \
    timing.final.setup_violations 0 \
    gp_congestion 0.7900 \
    clock_path_buffers 2 \
    topCellsByArea "dfxtp_1 (43%), ha_1 (11%), a211oi_1 (6.5%)" \
    core-area_sq_um 3416 \
    clk_pin_slew_ns 0.05 \
    final_antenna_net_count 0 \
    dp.final_hpwl_um 305.9 \
    number_of_drc_violations_after_detailed_routing_iteration_0 4 \
    syn_area_per_cell_sq_um 9.593 \
    max_cap_viol_count 0 \
    critPathBufInv 0 \
    ioPinCount 3 \
    num_vias 182 \
    fillerInstances 407 \
    detailedRoute.firstPassIterationCount 4 \
    cts_buffers 3 \
    clk_root_buffer_cell "clkbuf_4" \
    die_outline_height_um 80 \
    timing.fmax_mhz 920.9 \
    path_cells "ha_1, nand2b_1, a21oi_1, nor3_1" \
    min-delay-path-class "reg -> reg" \
    global_route_wire_length_before_repair_um 669 \
    hold_buffers 0 \
    drcViolationCount 0 \
    area_share_of_the_leading_cell_type_in_the_synthesized_netlist_pct 43.48 \
    arrival_ns 1.21 \
    antenna_found_initial 0 \
    critical_path_rt_ns 1.42 \
    timing.critical_path.from_type "flip-flop" \
    cts_tree "done" \
    core.rowCount 21 \
    fp_util_pct 6.740 \
    r2r_worst_path_depth 4 \
    share_of_the_clock_period_used_by_the_worst_path_pct 83.53 \
    synth.yosys.seq_area_share_pct 43.48 \
    yosys-stat-area_sq_um 230.2 \
    report.final.slew_viol_count 0 \
    maximum_number_of_pins_on_one_net_before_global_route_repair 7 \
    power.leakage_nw 0.1217 \
    openroad.warnings 26 \
    timing.critical_path.max_delay_family "flip-flops" \
    hold_path_end "counter[0]" \
    synthCells 24 \
    io_buffers 2 \
    endpoint_kind "flip-flop" \
    vias_per_cell 2.395 \
    via_count_of_the_first_global_routing_pass 186 \
    clock_sinks 5 \
    timing.critical_path.slowest_stage_cell "dfxtp_1" \
    worst-setup-path-type "reg -> reg" \
    relative_slew_margins_pct 83.71 \
    timing.hold.worst.start "counter[0]" \
    htree_num_levels 1 \
    area_growth_pct 46.74 \
    ys_types 14 \
    clock.latency.late_pin_ns 0.24 \
    tightest_slew_ns 0.2440 \
    wire_per_inst_um 5.697 \
    power.ir.vdd_worst_mv 0.1787 \
    layout-drive-gt1-share_pct 16.67 \
    dieArea_sq_um 6400 \
    endpoint_of_the_most_critical_register_to_register_path "clk_out" \
    finalHoldViolCount 0 \
    post-route-util_pct 9.890 \
    layout.cell_area.non_filler_sq_um 337.8 \
    globalRoute.totalOverflow 0 \
    largest_area_cell "dfxtp_1" \
    timing.clock.skew_ns 0.004381 \
    worstHoldPathCells 1 \
    die_width_um 80 \
    yosys_cells 24 \
    mappedNetlistArea_sq_um 230.2 \
    ys_seq_elements 5 \
    setup_total_negative_slack_ns 0 \
    maximum_net_fanout_on_the_critical_path 5 \
    final_layout_top_logic_cell "dfxtp_1" \
    dp_cells 72 \
    place_area_sq_um 307.8 \
    filler_free_cell_count_of_the_finished_design 76 \
    period_needed_ns 1.086 \
    route.final.wire_length_um 433 \
    synth_warnings 1 \
]
worst max path at each step:
stage,startpoint,endpoint,slack [ns],cells after the start
6_report,counter[1],clk_out,0.21,4
4_1_cts,clk_out,clk_out,0.007,1
5_1_grt,counter[0],clk_out,0.14,4
repair_timing:
item                                    4_1_cts  5_1_grt
gates resized                                 1        1
pin swaps                                     0        0
setup buffers                                 0        0
hold endpoints to repair                      0        0
endpoints found under the setup margin        1        1
sequential cells by signal (all words and copies together) (netlist names):
signal	count
clk_out	1
counter	4
logic make-up (layout without fill, tap and decap cells):
family	count (synthesis)	count (layout)	share of synthesized area (%)
adder cells (fa/ha/maj)	2	2	10.87
flip-flops	5	5	43.48
AND-OR/OR-AND	5	5	13.59
AND/OR/NAND/NOR	9	9	24.45
multiplexers	1	1	4.348
buffers and inverters	2	8	3.262
Yosys cell counts:
library cell / number
a21oi_1: 2
nand3_1: 1
nor2b_4: 1
nor3_1: 1
nor2_1: 2
mux2i_1: 1
inv_1: 2
a211oi_1: 2
a31oi_1: 1
nand4b_1: 1
ha_1: 2
dfxtp_1: 5
nand2_1: 1
nand2b_1: 2
stage by stage:
step | power (mW) | setup WS, ns
after floorplan | 0.1936 | 0.3533
after global placement | 0.2038 | 0.2037
after detailed placement | 0.2043 | 0.1794
after CTS | 0.3873 | 0.007436
after global routing | 0.3981 | 0.1416
final | 0.3799 | 0.2141
layer usage:
metal	GRT usage (%)	vias to the layer above	part of all wire (%)	wire [um]
li1	-	97	-	-
met1	1.268	81	41	177
met2	2.167	4	58	251
met3	0.2273	0	0.92	4
met4	0.8803	0	0	0
met5	0	-	0	0
worst reg2reg max path, cell delays in order (launching register included):
cell and delay, ns:
dfxtp_1 0.39, ha_1 0.29, nand2b_1 0.08, a21oi_1 0.15, nor3_1 0.05
cell type report:
cell class	instances	area, sq um	share of cell area [%]
clock buffers	4	26.28	7.778
repair buffers	2	22.52	6.667
flip-flops and latches	5	101.3	30.00
well taps	46	57.56	17.04
multi-input cells	17	122.6	36.30
inverters	2	7.507	2.222
power by group:
group | internal [mW] | leakage (nW) | total, mW | switching, mW
Sequential | 0.162 | 0.0414 | 0.174 | 0.0116
Combinational | 0.0148 | 0.0652 | 0.0281 | 0.0133
Clock | 0.116 | 0.0150 | 0.178 | 0.0620
Total | 0.293 | 0.122 | 0.380 | 0.0869
Power figures rest on the tool's default switching activity, not on a simulated workload.
