--- /design/flow/config.mk ---
export PLATFORM = sky130hd
export DESIGN_NAME = sync_fifo
export DESIGN_NICKNAME = sync_fifo
export VERILOG_FILES = /design/flow/design.v
export SDC_FILE = /design/flow/constraint.sdc
export NUM_CORES = 4
export LEC_CHECK = 1
export CORE_AREA = 10 10 70 70
export DIE_AREA = 0 0 80 80
--- /design/flow/constraint.sdc ---
current_design sync_fifo

set clk_period 1.4
set clk_io_pct 0.2

create_clock -name clk0 -period $clk_period [get_ports {clk}]

set non_clock_inputs [all_inputs -no_clocks]
set_input_delay [expr $clk_period * $clk_io_pct] -clock clk0 $non_clock_inputs
set_output_delay [expr $clk_period * $clk_io_pct] -clock clk0 [all_outputs]
--- /design/flow/design.v ---
module sync_fifo(data_in,clk,res,w_en,r_en,full,empty,data_out);
  input clk,res;                 
  input w_en;                    
  input r_en;                    
  input [7:0]data_in;            
  output  empty,full;           
  output reg [7:0]data_out;     
  reg  [7:0]memo[7:0];
  reg  [3:0]read_ptr,wrt_ptr;
  always@(posedge clk)begin
    if(res)begin
      wrt_ptr <= 5'd0;
      read_ptr <= 5'd0;
      data_out <= 8'd0;
    end
    else begin
      if(w_en && !full)begin
        memo[wrt_ptr[2:0]]<=data_in;
        wrt_ptr<=wrt_ptr+1;
      end
      else
        wrt_ptr<=wrt_ptr;
    end
  end
  always@(posedge clk)begin
    if(res)
      read_ptr <= 5'd0;
    else begin
      if(r_en && !empty)begin
        data_out<=memo[read_ptr[2:0]];
        read_ptr<=read_ptr+1;
      end
    else
      read_ptr<=read_ptr;
    end
  end
  assign empty=(read_ptr == wrt_ptr);
  assign full =((read_ptr[2:0] == wrt_ptr[2:0])&&(read_ptr[3]!=wrt_ptr[3]));
endmodule
--- /design/flow/run.sh ---
#!/bin/bash
# OpenROAD 26Q1-2900-gdf79404cd8, Yosys 0.63+post, stock flow scripts
make -C /OpenROAD-flow-scripts/flow DESIGN_CONFIG=/design/flow/config.mk WORK_HOME=/design/flow/orfs finish
==> impl_summary.log <==
[report] extracting results
INFO  metric post_layout_nonfiller_instances = 95
INFO  metric final_common_cell = sky130_fd_sc_hd__buf_4
INFO  metric final-setup-viol-count = 0
INFO  metric fin_hold_viols = 0
INFO  metric dp_hpwl = 486 µm
INFO  metric min_delay_worst_endpoint = wrt_ptr[2]
INFO  metric hold_path_class = flip-flop to flip-flop
INFO  metric route.detailed.wl_per_inst = 6.52 µm
INFO  metric antenna_cell_count = 0
INFO  metric aggregate_global_route_resource_usage = 1.69%
INFO  metric die_width = 80 µm
INFO  metric ys_types = 17
INFO  metric cellPowerDensity = 716 nW/µm²
INFO  metric antenna_found_initial = 0
INFO  metric cts.path.max_buffers = 2
INFO  metric drtIter0Drc = 2
INFO  metric postSynthCellCount = 33
INFO  metric replace_congestion = 0.759
INFO  metric power.switching_fraction = 22.4%
INFO  metric largest_register_ff_count = 4
INFO  metric drv_slew = 0
INFO  metric timing.rr.start = wrt_ptr[0]
INFO  metric ys_seq_elements = 4
INFO  metric crit_path_frequent_cell = sky130_fd_sc_hd__inv_2
INFO  metric synthesis.yosys.warnings = 25
INFO  metric via_count_of_the_first_global_routing_pass = 231
INFO  metric fp_util = 8.39%
INFO  metric power.net_switching = 0.0000743 W
INFO  metric port-buffer-count = 4
INFO  metric r2r_setup_slack = 130 ps
INFO  metric chip_area = 6400 µm²
INFO  metric static_leakage = 0.206 nW
INFO  metric share_clk_of_total_power = 43.0%
INFO  metric timing_worst_setup_path_type = flip-flop to output port
INFO  metric grt_max_degree = 6
INFO  metric top_logic_cells_by_instance_count_in_the_layout = 10 x sky130_fd_sc_hd__buf_4, 8 x sky130_fd_sc_hd__conb_1, 3 x sky130_fd_sc_hd__inv_2, 3 x sky130_fd_sc_hd__clkbuf_4
INFO  metric post_route_cells_drive_above_1_share = 51.0%
INFO  metric crit-reg2reg-capture = wrt_ptr[1]
INFO  metric tritoncts = yes
INFO  metric syn2layout_area_growth = 61.6%
INFO  metric area_of_the_mapped_netlist = 287 µm²
INFO  metric fp-row-count = 21
INFO  metric cts_made_buffers = 3
INFO  metric cp.arrival = 1060 ps
INFO  metric min_period_over_period = 95.4%
INFO  metric vdd_drop_max = 0.119 mV
INFO  metric hold_path_startpoint = wrt_ptr[2]
INFO  metric cell_count_after_placement = 88
INFO  metric cpMaxStageDelayCell = sky130_fd_sc_hd__dfxtp_2
INFO  metric floorplan.core_area = 3420 µm²
INFO  metric fmax = 0.749 GHz
INFO  metric r2r.worst_path.cells = 7
INFO  metric internal-power = 0.000257 W
INFO  metric largest_registers = wrt_ptr: 4 flops
INFO  metric via_count = 252
INFO  metric first_pass_iters = 4
INFO  metric status = finished clean
INFO  metric cp.required = 1120 ps
INFO  metric comb_power_share = 19.8%
INFO  metric global_route.overflow_total = 0
INFO  metric cpPeakStageDelay = 310 ps
INFO  metric clock_root_buffer_master = sky130_fd_sc_hd__clkbuf_4
INFO  metric drtAntennaViolNets = 0
INFO  metric yosys_cells = 33
INFO  metric openroad.warnings = 35
INFO  metric synthesis.area_per_instance = 8.68 µm²
INFO  metric grt_first_pass_wirelength = 945 µm
INFO  metric place_ws = -157 ps
INFO  metric sequentialPowerShare = 37.2%
INFO  metric insertion_delay = 240 ps
INFO  metric worstSetupStartpointType = flip-flop
INFO  metric postSynthSeqShare = 27.9%
INFO  metric finalClockSkew = 7.77 ps
INFO  metric routed_wl = 619 µm
INFO  metric htree_levels = 1
INFO  metric crit_chain = inv_2 > ha_4 > nand3b_4 > inv_2 > clkdlybuf4s15_1
INFO  metric die_h = 80 µm
INFO  metric timing.critical_path.buf_inv = 3
INFO  metric rsz0062_at_grt = no
INFO  metric routed_via_density = 2.65
INFO  metric period_minus_slack = 1340 ps
INFO  metric regMostFlops = wrt_ptr
INFO  metric final_worst_setup_slack = 64.7 ps
INFO  metric max_cap_violations = 0
INFO  metric cts.sink_count = 4
INFO  metric yosys.stat.chipArea = 287 µm²
INFO  metric timing.hold.worst_path_depth = 2
INFO  metric critical-path-top-delay-family = flip-flops
INFO  metric top_level_ports = 22
INFO  metric detail_route.drc_violations = 0
INFO  metric worstPathMaxFanout = 2
INFO  metric cp-end-kind = output port
INFO  metric clkTransAtPathRegs = 40 ps
INFO  metric num-fill-cells = 400
## timing repair
action | in CTS | in global routing
pin swaps | 1 | 1
endpoints found under the setup margin | 2 | 2
setup buffers | 3 | 1
resized | 10 | 2
hold buffers | 0 | 0
endpoints found under the hold margin | 0 | 0
## layout make-up
cell class                      count  area (µm²)  area share, %
Multi-Input combinational cell     25         179           38.6
Timing Repair Buffer               14         110           23.8
Clock buffer                        3        22.5           4.86
Sequential cell                     4        82.6           17.8
Inverter                            3        11.3           2.43
Tap cell                           46        57.6           12.4
## layer usage
layer	share of wire (%)	wire length, µm	global-route usage [%]	vias to the layer above
li1	-	-	-	127
met1	45	278	2.00	117
met2	52	319	2.81	6
met3	0.48	3	0.227	2
met4	3.1	19	1.06	0
met5	0	0	0	-
## power by group through the flow
stage | sequential (W) | combinational [W] | clock, W
CTS | 0.000123 | 0.0000652 | 0.000149
global route | 0.000124 | 0.0000742 | 0.000155
finish | 0.000123 | 0.0000657 | 0.000142
## synth_stat cells, drive strengths merged
cell type	instances	area (µm²)
conb	1	3.75
nand2	2	7.51
buf	8	60.1
inv	3	11.3
a21o	2	17.5
nand4	1	6.26
ha	2	25.0
or3	1	6.26
xor2	1	8.76
nand3	2	10.0
nor3b	1	7.51
a21oi	3	18.8
nor2	1	3.75
dfxtp	4	80.1
nand3b	1	20.0
## worst max-delay path by stage
stage,from,end,slack (ps),cells past startpoint
6_report,wrt_ptr[0],full,60,5
4_1_cts,wrt_ptr[1],empty,8,4
5_1_grt,wrt_ptr[0],full,7,5
## cells by family (layout without fill, tap and decap cells)
kind of cell    count (synthesis)  in the layout  share of synthesized area [%]
simple gates                    9              9                           21.4
xor+xnor                        1              1                           3.06
compound gates                  5              5                           12.7
fa+ha+maj                       2              2                           8.73
flops                           4              4                           27.9
buf+inv                        11             20                           24.9
other cells                     1              8                           1.31
## stage by stage
stage | setup TNS [ps] | cell area (µm²) | hold WS, ps | power [W] | util, %
floorplan | 0 | 313 | 342 | 0.000158 | -
global placement | -194 | 395 | 500 | 0.000177 | 11.6
detailed placement | -223 | 395 | 507 | 0.000177 | 11.6
CTS | 0 | 459 | 526 | 0.000337 | 13.4
global route | 0 | 463 | 573 | 0.000353 | 13.6
finish | 0 | 463 | 529 | 0.000332 | 13.6
## worst reg2reg max path, stage by stage (launching register included)
cell and delay [ps]:
sky130_fd_sc_hd__dfxtp_2 310, sky130_fd_sc_hd__inv_2 70, sky130_fd_sc_hd__ha_4 150, sky130_fd_sc_hd__nand3b_4 80
sky130_fd_sc_hd__buf_4 130, sky130_fd_sc_hd__buf_4 130, sky130_fd_sc_hd__a21o_2 200, sky130_fd_sc_hd__a21oi_1 120
Power is estimated from default activity; no workload was simulated.
